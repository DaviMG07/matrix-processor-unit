## ./config.mk

```make
export PLATFORM = sky130hd
export DESIGN_NAME = mpu
export DESIGN_NICKNAME = mpu
export VERILOG_FILES = /design/flow/design.v
export SDC_FILE = /design/flow/constraint.sdc
export NUM_CORES = 4
export LEC_CHECK = 1
export CORE_UTILIZATION = 40
```

## ./constraint.sdc

```tcl
current_design mpu

set clk_period 30.9
set clk_io_pct 0.2

create_clock -name clk0 -period $clk_period [get_ports {clock}]
create_clock -name clk1 -period $clk_period [get_ports {receive}]

set non_clock_inputs [all_inputs -no_clocks]
set_input_delay [expr $clk_period * $clk_io_pct] -clock clk0 $non_clock_inputs
set_output_delay [expr $clk_period * $clk_io_pct] -clock clk0 [all_outputs]
```

## ./design.v

```verilog
module add(
  input  [199:0] matrix_a,
  input  [199:0] matrix_b,
  output [199:0] matrix_c
);
genvar i;
generate
  for (i = 0; i < 25; i = i + 1) begin : matrix_add
    assign matrix_c[i*8 +: 8] = $signed(matrix_a[i*8 +: 8]) + $signed(matrix_b[i*8 +: 8]);
  end
endgenerate
endmodule
module alu(
  input          clock,
  input          start,
  input  [3:0]   op_code,
  input  [199:0] matrix_a,
  input  [199:0] matrix_b,
  output         done,
  output reg [199:0] matrix_c
);
parameter ADD  = 4'd0,
          SUB  = 4'd1,
          MUL  = 4'd2,
          MULS = 4'd3,
          OPP  = 4'd4,
          TRS  = 4'd5;
wire [199:0] add_m, sub_m, mul_m, muls_m, opp_m, trs_m;
add add_op (
  matrix_a,
  matrix_b,
  add_m
);
sub sub_op (
  matrix_a,
  matrix_b,
  sub_m
);
mul mul_op (
  clock,
  start,
  matrix_a,
  matrix_b,
  mul_m,
  mul_done
);
muls muls_op (
  matrix_a,
  matrix_b[199 +: 8],
  muls_m
);
opp opp_op (
  matrix_a,
  opp_m
);
trs trs_op (
  matrix_a,
  trs_m
);
assign done = (op_code == MUL) ? mul_done : 1;
always @(*) begin
  case (op_code)
    ADD: begin
      matrix_c <= add_m;
    end
    SUB: begin
      matrix_c <= sub_m;
    end
    MUL: begin
      matrix_c <= mul_m;
    end
    MULS: begin
      matrix_c <= muls_m;
    end
    OPP: begin
      matrix_c <= opp_m;
    end
    TRS: begin
      matrix_c <= trs_m;
    end
    default: begin
      matrix_c <= 0;
    end
  default: begin
  end
  endcase
end
endmodule
module mul(
    input              clock,  
    input              start,
    input      [199:0] matrix_a,
    input      [199:0] matrix_b,
    output reg [199:0] matrix_r,
    output             done
);
    reg [2:0] row;
    always @(posedge clock) begin
        if (start) begin
            row <= 0;
        end else begin
            matrix_r[(8 * (0 + 5*row)) +: 8] <= 
                  $signed(matrix_a[(8 * (0 + 5*row)) +: 8]) * $signed(matrix_b[(8 * (0 + 5*0)) +: 8])
                + $signed(matrix_a[(8 * (1 + 5*row)) +: 8]) * $signed(matrix_b[(8 * (0 + 5*1)) +: 8])
                + $signed(matrix_a[(8 * (2 + 5*row)) +: 8]) * $signed(matrix_b[(8 * (0 + 5*2)) +: 8])
                + $signed(matrix_a[(8 * (3 + 5*row)) +: 8]) * $signed(matrix_b[(8 * (0 + 5*3)) +: 8])
                + $signed(matrix_a[(8 * (4 + 5*row)) +: 8]) * $signed(matrix_b[(8 * (0 + 5*4)) +: 8]);
            matrix_r[(8 * (1 + 5*row)) +: 8] <= 
                  $signed(matrix_a[(8 * (0 + 5*row)) +: 8]) * $signed(matrix_b[(8 * (1 + 5*0)) +: 8])
                + $signed(matrix_a[(8 * (1 + 5*row)) +: 8]) * $signed(matrix_b[(8 * (1 + 5*1)) +: 8])
                + $signed(matrix_a[(8 * (2 + 5*row)) +: 8]) * $signed(matrix_b[(8 * (1 + 5*2)) +: 8])
                + $signed(matrix_a[(8 * (3 + 5*row)) +: 8]) * $signed(matrix_b[(8 * (1 + 5*3)) +: 8])
                + $signed(matrix_a[(8 * (4 + 5*row)) +: 8]) * $signed(matrix_b[(8 * (1 + 5*4)) +: 8]);
            matrix_r[(8 * (2 + 5*row)) +: 8] <= 
                  $signed(matrix_a[(8 * (0 + 5*row)) +: 8]) * $signed(matrix_b[(8 * (2 + 5*0)) +: 8])
                + $signed(matrix_a[(8 * (1 + 5*row)) +: 8]) * $signed(matrix_b[(8 * (2 + 5*1)) +: 8])
                + $signed(matrix_a[(8 * (2 + 5*row)) +: 8]) * $signed(matrix_b[(8 * (2 + 5*2)) +: 8])
                + $signed(matrix_a[(8 * (3 + 5*row)) +: 8]) * $signed(matrix_b[(8 * (2 + 5*3)) +: 8])
                + $signed(matrix_a[(8 * (4 + 5*row)) +: 8]) * $signed(matrix_b[(8 * (2 + 5*4)) +: 8]);
            matrix_r[(8 * (3 + 5*row)) +: 8] <= 
                  $signed(matrix_a[(8 * (0 + 5*row)) +: 8]) * $signed(matrix_b[(8 * (3 + 5*0)) +: 8])
                + $signed(matrix_a[(8 * (1 + 5*row)) +: 8]) * $signed(matrix_b[(8 * (3 + 5*1)) +: 8])
                + $signed(matrix_a[(8 * (2 + 5*row)) +: 8]) * $signed(matrix_b[(8 * (3 + 5*2)) +: 8])
                + $signed(matrix_a[(8 * (3 + 5*row)) +: 8]) * $signed(matrix_b[(8 * (3 + 5*3)) +: 8])
                + $signed(matrix_a[(8 * (4 + 5*row)) +: 8]) * $signed(matrix_b[(8 * (3 + 5*4)) +: 8]);
            matrix_r[(8 * (4 + 5*row)) +: 8] <= 
                  $signed(matrix_a[(8 * (0 + 5*row)) +: 8]) * $signed(matrix_b[(8 * (4 + 5*0)) +: 8])
                + $signed(matrix_a[(8 * (1 + 5*row)) +: 8]) * $signed(matrix_b[(8 * (4 + 5*1)) +: 8])
                + $signed(matrix_a[(8 * (2 + 5*row)) +: 8]) * $signed(matrix_b[(8 * (4 + 5*2)) +: 8])
                + $signed(matrix_a[(8 * (3 + 5*row)) +: 8]) * $signed(matrix_b[(8 * (4 + 5*3)) +: 8])
                + $signed(matrix_a[(8 * (4 + 5*row)) +: 8]) * $signed(matrix_b[(8 * (4 + 5*4)) +: 8]);
            if (row == 4)
                row <= 0;
            else
                row <= row + 1;
        end
    end
endmodule
module muls(
  input  [199:0] matrix_a,
  input  [7:0]   scalar,
  output [199:0] matrix_c
);
genvar i;
generate
  for (i = 0; i < 25; i = i + 1) begin : matrix_muls
    assign matrix_c[i*8 +: 8] = $signed(matrix_a[i*8 +: 8]) * $signed(scalar);
  end
endgenerate
endmodule
module opp(
  input  [199:0] matrix_a,
  output [199:0] matrix_c
);
muls muls_opp (
  matrix_a,
  -8'd1,
  matrix_c
);
endmodule
module sub(
  input  [199:0] matrix_a,
  input  [199:0] matrix_b,
  output [199:0] matrix_c
);
genvar i;
generate
  for (i = 0; i < 25; i = i + 1) begin : matrix_sub
    assign matrix_c[i*8 +: 8] = $signed(matrix_a[i*8 +: 8]) - $signed(matrix_b[i*8 +: 8]);
  end
endgenerate
endmodule
module trs(
  input  [199:0] matrix_a,
  output [199:0] matrix_c
);
genvar i, j;
generate
  for (i = 0; i < 5; i = i + 1) begin : matrix_trs_row
    for (j = 0; j < 5; j = j + 1) begin : matrix_trs_col
      assign matrix_c[(8 * (j + 5*i))] = matrix_a[(8 * (i + 5*j))];
    end 
  end
endgenerate
endmodule
module control_unit(
  input             clock,
  input      [31:0] instruction,
  input             alu_done,
  input             mem_done,
  output reg        alu_start,
  output     [3:0]  op_code,
  output     [5:0]  mem_address,
  output     [15:0] mem_data_in,
  output reg        mem_write_enabled,
  output reg        mem_start,
  output     [1:0]  buffer_id,
  output     [4:0]  buffer_index,
  output reg        alu_dumping
);
reg  [2:0] stage;
wire [1:0] id;
wire [2:0] row, col;
wire [5:0] address;
wire [15:0] values;
wire [4:0] index;
reg  [4:0] index_count;
reg  [1:0] id_count;
reg alu_loaded, alu_loading, alu_dumped;
assign buffer_id    = alu_loading ? id_count : 2'd2;
assign buffer_index = index_count;
assign mem_address  = (alu_dumping | alu_loading) ? (buffer_id*13) + buffer_index : address;
assign mem_data_in = values;
decoder decoder_instance (
  instruction,
  op_code,
  id,
  row,
  col,
  index,
  address,
  values
);
parameter FETCH   = 3'd0,
          DECODE  = 3'd1,
          EXECUTE = 3'd2,
          WRITE   = 3'd3,
          MEMORY  = 3'd4,
          LOAD    = 4'd6,
          STORE   = 4'd7;
always @(posedge clock) begin
    case (stage)
      FETCH: begin
        if (instruction) stage <= DECODE;
      end 
      DECODE: begin 
        if (op_code == LOAD | op_code == STORE) stage <= MEMORY;
        else stage <= EXECUTE;
      end 
      EXECUTE: begin 
        if (!alu_loaded) begin
          alu_loading <= 1;
          if (index_count < 25) begin
            if (mem_done) begin
              index_count       <= index_count + 2;
              mem_write_enabled <= 0;
              mem_start         <= 0;
            end else begin
              mem_write_enabled <= 1;
              mem_start         <= 1;
            end 
          end else begin
            if (id_count < 2) begin 
              if (mem_done) begin
                id_count          <= id_count + 1;
                index_count       <= 0;
                mem_start         <= 0;
                mem_write_enabled <= 0;
              end else begin
                mem_write_enabled <= 1;
                mem_start         <= 1;
              end 
            end else begin 
              alu_loaded <= 1;
            end
          end
        end else begin 
          alu_loading <= 0;
          if (!alu_done) begin
            alu_start <= 1;
          end else begin 
            alu_loaded <= 0;
            stage      <= WRITE;
          end
        end
      end
      WRITE: begin 
        id_count <= 2'd2;
        if (!alu_dumped) begin 
          alu_dumping <= 1;
          if (index_count < 25) begin
            if (mem_done) begin
              index_count <= index_count + 2;
              mem_start   <= 0;
            end else begin
              mem_start <= 1;
            end
          end else begin 
            alu_dumped <= 1;
          end
        end else begin 
          alu_dumping <= 0;
          alu_dumped  <= 0;
          stage       <= FETCH;
        end
      end
      MEMORY: begin 
        if (mem_done) begin 
          stage             <= FETCH;
          mem_start         <= 0;
          mem_write_enabled <= 0;
        end else begin
          if (op_code == STORE) begin
            mem_start         <= 1;
            mem_write_enabled <= 1;
          end else begin
            mem_start         <= 1;
            mem_write_enabled <= 0;
          end
        end 
      end
    default: begin
      stage <= FETCH;
    end
    endcase
end
endmodule
module decoder(
  input  [31:0] instruction,
  output [3:0]  op_code,
  output [1:0]  id,
  output [2:0]  row,
  output [2:0]  col,
  output [4:0]  index,
  output [5:0]  address,
  output [15:0] values
);
assign op_code = instruction[31:28];
assign id      = instruction[27:26];
assign row     = instruction[25:23];
assign col     = instruction[22:20];
assign index   = (8 * (col + 5*row));
assign address = id*13 + index;
assign values  = instruction[19:4];
endmodule
module memory(
  input   [5:0] address,
  input         clock,
  input  [15:0] data_in,
  input         write_enabled,
  output [15:0] data_out
);
reg [15:0] words [63:0];
assign data_out = words[address];
always @(posedge clock) begin
  if (write_enabled) 
    words[address] <= data_in;
end
endmodule
module mmu(
  input             clock,
  input             start,
  input      [5:0]  address,
  input      [15:0] data_in,
  input             write_enabled,
  output     [15:0] data_out,
  output reg        done
);
reg [1:0] count;
memory mem (
  address,
  clock,
  data_in,
  write_enabled,
  data_out
);
always @(posedge clock) begin
  if (start) begin
    count <= 0;
    done  <= 0;
  end else begin 
    if (count == 3) begin 
      done <= 1;
    end else begin 
      count <= count + 1;
      done  <= 0;
    end
  end
end
endmodule
module mpu(
  input         clock,
  input  [31:0] instruction_in,
  input         receive,
  output [15:0] data_out,
  output        send
);
  reg [31:0] instruction;
  reg  [199:0] matrix_a, matrix_b;
  wire [199:0] matrix_c;
  wire alu_start;
  wire mem_start;
  wire mem_write_enabled;
  wire alu_dumping;
  wire mem_done;
  wire [3:0]  op_code;
  wire [5:0]  mem_address;
  wire [15:0] instruction_data;
  wire [15:0] mem_data_in;
  wire [15:0] mem_data_out;
  reg [15:0] dumping_data;
  wire [1:0] id;
  wire [4:0] index;
  wire alu_done;
  alu alu_instance (
    .clock(clock),
    .start(alu_start),
    .op_code(op_code),
    .matrix_a(matrix_a),
    .matrix_b(matrix_b),
    .matrix_c(matrix_c),
    .done(alu_done)
  );
  control_unit control_instance (
    .clock(clock),
    .instruction(instruction),
    .alu_done(alu_done),
    .mem_done(mem_done),
    .alu_start(alu_start),
    .op_code(op_code),
    .mem_address(mem_address),
    .mem_data_in(instruction_data),
    .mem_write_enabled(mem_write_enabled),
    .mem_start(mem_start),
    .buffer_id(id),
    .buffer_index(index),
    .alu_dumping(alu_dumping)
  );
  mmu mmu_instance (
    .clock(clock),
    .start(mem_start),
    .address(mem_address),
    .data_in(mem_data_in),
    .write_enabled(mem_write_enabled),
    .data_out(mem_data_out),
    .done(mem_done)
  );
  assign mem_data_in = alu_dumping ? dumping_data : instruction_data;
  assign send        = op_code == 4'd6;
  assign data_out    = send ? mem_data_out : 0;
  always @(posedge receive) begin
    instruction <= instruction_in;
  end
  always @(*) begin
    case (id)
      2'd0: begin
        if (index == 191)
          matrix_a[index +: 8]  = mem_data_out[15:8];
        else
          matrix_a[index +: 16] = mem_data_out;
      end
      2'd1: begin
        if (index == 191)
          matrix_b[index +: 8]  = mem_data_out[15:8];
        else
          matrix_b[index +: 16] = mem_data_out;
      end
      2'd2: begin
        if (index == 191) begin
          dumping_data[15:8] = matrix_c[index +: 8];
          dumping_data[7:0]  = 0;
        end else begin
          dumping_data = matrix_c[index +: 16];
        end
      end
      default: dumping_data = 16'b0;
    endcase
  end
endmodule
```

## ./run.sh

```bash
#!/bin/bash
# OpenROAD 26Q1-2900-gdf79404cd8, Yosys 0.63+post, stock flow scripts
make -C /OpenROAD-flow-scripts/flow DESIGN_CONFIG=/design/flow/config.mk WORK_HOME=/design/flow/orfs finish
```

==> run notes <==
The run gives 49 for the number of buffers inserted by port buffering. The synthesized design contains 1039 enable-type register cells. The finished cells cover 0.0563 sq mm. Once iteration 0 of detailed routing completed, the report listed 3241 DRC markers.

The highest metal layer used by the detailed router is met5. The hold buffer count at cts was 0; the worst slack after detailed placement was 18.09 ns. Synthesis produced 3730 cells. The run gives 0.0340 sq mm as the area used by sequential logic in the layout.

With the mean instance size in the synthesized netlist at 13.3 sq um, the detailed-route vias per instance is 6.06. The script logs the mean routed wire length per placed instance as 29.6 um. The synthesis report names the predominant flop master as sky130_fd_sc_hd__edfxtp_1. The report lists the number of standard-cell rows as 129.

The detail route stage leaves a number of antenna-violating nets equal to 0. With the number of warnings the tools reported at 31, the Yosys chip area is 0.0498 sq mm. The most critical hold endpoint after final layout shows a slack of 0.355 ns. The type of the most critical hold path was register to register. The routed layout has 33800 vias. The detailed route wirelength on metal2 was 71.8 mm; the die outline height was 355 um. The routability congestion estimate is 0.971, and the multiplexer fraction of the synthesized cell area is 3.53%. The worst setup path is captured at an output pin.

Setup repair after global routing left no endpoint under its margin. The total cells reported by yosys after synthesis was 3730; the register-to-register setup slack was 24.99 ns. The DRC violation total left in the routed layout is recorded as 0. Recorded from the global router log, the overflow total was 0. The floorplan step set the die width to 355 um. Detailed placement reports a standard cell area of 0.0529 sq mm. The final max-slew violation count recorded for this run is 0. After routing, the total negative slack on setup checks comes to 0 ns.

Entering global routing, the biggest net connects 90 pins. The largest non-sequential cell family by area is AND-OR/OR-AND gates. The warning tally printed by Yosys for this design is 404.

Looking at the critical path, the highest net fanout was 47. For the number of ports placed on the die boundary, the log shows 51. The number of endpoints failing setup at the final stage was 0; the cell depth of the worst min-delay path was 1.

After synthesis the netlist holds a flip-flop and latch count of 1212. At the floorplan stage, the core utilization is reported as 40.3%. The endpoint identified for the worst register-to-register timing path is mmu_instance.mem.words[1][9]. The die covers 0.126 sq mm. First-pass GRT wire length: 237 mm. The run reported a max-capacitance violation count of 0. In this run the standard cell core region covers 0.123 sq mm. The post-synthesis cell type with the largest combined area was sky130_fd_sc_hd__edfxtp_1. The critical path in this run is classified as register to output pin. And-or/or-and share of the synthesized area: 13.5%. The most numerous logic cell after layout is sky130_fd_sc_hd__edfxtp_1. The area growth from synthesis to layout is 13.1%.

The met3 wirelength from detailed routing was 28.5 mm. In the layout the commonest cells are sky130_fd_sc_hd__edfxtp_1, sky130_fd_sc_hd__nand2_1, sky130_fd_sc_hd__nor2_1, sky130_fd_sc_hd__buf_4, sky130_fd_sc_hd__a21oi_1. In the post-route report, total wirelength is listed as 165 mm. Per the repair_timing log after CTS, setup buffers inserted total 0.

Sum of net half-perimeters after detailed placement: 103 mm. On the worst setup and hold paths after CTS, the clock-pin slew comes to 0.06 ns. The tools report the worst slew slack as a fraction of its limit as 27.2%.

The timer found 138 register pins that no clock reaches; their paths are not timed. The arrival time of data at the worst endpoint is listed as 7.56 ns. 138 endpoints have no timing constraint. The worst setup path is launched from a register. For the setup slack after layout, the log shows 17.16 ns. The worst register-to-register path has a depth of 9. The flow ran to the end, and the final reports show no timing, DRC or antenna violations.

After synthesis the cells add up to 0.0498 sq mm. The first detailed-routing pass took 9 iterations. After layout, the setup clock skew is reported as 0.0369 ns. The routed metal-1 wirelength came out at 57.0 mm.

Of the total synthesized cell area, the portion taken by AND, OR, NAND and NOR gates is 8.38%. The sink of the worst hold path was mmu_instance.mem.words[38][4].

The run gives 4 as the number of antenna violations at the first check in global routing. Of the total synthesized cell area, the portion taken by XOR and XNOR cells is 1.85%. The run gives 11.6% for the fraction of final layout cells sized beyond drive strength 1.

Of the total synthesized cell area, the portion taken by full adders, half adders and majority gates is 1.78%. The number of global-route vias before repair came out at 34100.

Across every metal layer, demand over resource in global routing totals 28.1%. The layout has 10700 filler cells. The launch instance of the worst min-delay path is instruction[8]. Of the post-synthesis cell area, the dominant cell type holds 62.7%. Of all flip-flops after synthesis, the portion carrying an async set or reset was 0%. The run gives 0 for the number of gates resized after CTS. The main area contributors are sky130_fd_sc_hd__edfxtp_1, sky130_fd_sc_hd__dlxtn_1, sky130_fd_sc_hd__nand2_1. For the pin with the worst max-slew slack, the measured transition is 1.06 ns. Data on the critical path is required at its endpoint by 24.72 ns. The run gives 0.0146 sq mm as the multi-input combinational cell area.

TritonCTS built the clock tree. The launch point of the worst register-to-register path is recorded as control_instance.alu_loading. The final tally of hold violations was 0. The number of different library cells in the post-synthesis netlist came out at 92.
[through the flow]
step                      utilization [%]  std cells
after floorplan                         -       3730
after global routing                 45.6       5568
after detailed placement             42.8       5370
after CTS                            45.5       5567
final                                45.6       5571
after global placement               42.8       5370
[registers in the layout (all words and copies together) (netlist names)]
name / count
mmu_instance.count: 2
dumping_data: 16
instruction: 32
alu_instance.matrix_c: 41
control_instance.alu_loading: 1
control_instance.index_count: 4
control_instance.id_count: 2
alu_instance.add_op.matrix_a: 41
mmu_instance.mem.words: 1024
control_instance.alu_dumped: 1
control_instance.mem_write_enabled: 1
control_instance.stage: 3
control_instance.alu_loaded: 1
alu_instance.add_op.matrix_b: 40
mmu_instance.done: 1
control_instance.alu_dumping: 1
control_instance.mem_start: 1
[cells by family (layout without fill, tap and decap cells)]
kind of cell               count (synthesis)  count (layout)
other                                      1               5
and+or+nand+nor                          937             937
buffers and inverters                    319             519
AOI/OAI and AO/OA                        923             923
DFF                                     1074            1074
muxes                                    167             167
latches                                  138             138
adders and majority gates                 66              66
xor gates and xnor gates                 105             105
[critical path: stages, from the launching register on]
cell                              delay (ns)
sky130_fd_sc_hd__edfxtp_1               0.71
sky130_fd_sc_hd__and2_1                 0.70
sky130_fd_sc_hd__xnor2_1                0.24
sky130_fd_sc_hd__fa_1                   0.75
sky130_fd_sc_hd__inv_1                  0.20
sky130_fd_sc_hd__a32o_4                 0.30
sky130_fd_sc_hd__buf_4                  0.50
sky130_fd_sc_hd__buf_4                  0.64
sky130_fd_sc_hd__buf_4                  0.64
sky130_fd_sc_hd__a222oi_1               0.19
sky130_fd_sc_hd__nand3_1                0.13
sky130_fd_sc_hd__nand3_1                0.09
sky130_fd_sc_hd__o21ai_0                0.73
sky130_fd_sc_hd__nor2_2                 0.08
sky130_fd_sc_hd__buf_4                  0.23
sky130_fd_sc_hd__nor2_1                 0.11
sky130_fd_sc_hd__clkdlybuf4s50_1        0.48
[cell usage after synthesis, drive strengths merged, types with 8 or more instances]
master and n:
a211oi 54, a21o 37, a21oi 155, a221o 34, a221oi 93, a222oi 85
a22oi 46, a31oi 25, a32oi 15, and3 14, buf 114, clkbuf 134
dfxtp 35, dlxtn 138, edfxtp 1039, fa 8, ha 58, inv 68
mux2 48, mux2i 117, nand2 372, nand2b 15, nand3 105, nor2 266
nor2b 10, nor3 70, nor4 21, o211ai 25, o21ai 122, o221ai 32
o22ai 104, o31ai 11, o32ai 9, or2 9, or3 16, xnor2 70
xor2 35
[routing by layer]
| layer | GRT usage (%) | vias to the layer above |
|---|---|---|
| li1 | - | 14800 |
| met1 | 34.9 | 16200 |
| met2 | 39.3 | 2387 |
| met3 | 20.4 | 342 |
| met4 | 9.90 | 4 |
| met5 | 0.453 | - |
[layout make-up]
| class | instances | area share [%] |
|---|---|---|
| multi-input cells | 2199 | 25.9 |
| inverters | 71 | 0.474 |
| flip-flops and latches | 1212 | 60.4 |
| diodes | 4 | 0.0178 |
| clock inverters | 59 | 0.807 |
| well taps | 1637 | 3.64 |
| clock buffers | 138 | 5.14 |
| repair buffers | 251 | 3.59 |
[how the worst max path moves through the flow]
stage / start / to / slack [ns] / depth (start not counted)
finish: control_instance.alu_loading / data_out[4] / 17.16 / 16
CTS: control_instance.alu_loading / data_out[5] / 17.32 / 16
global route: control_instance.alu_loading / data_out[8] / 16.83 / 16
